===== design/flow/design.v =====
module cntr (rst, en, clk, t);
	input rst, clk, en;
	output 	[3-1:0] t;
	reg 	[3-1:0] cntr;
	always @(posedge clk)		
	begin
		if (rst)
			cntr = 0;
		else if (clk)
			if (en)
				cntr = cntr + 1;
	end
	assign t = cntr;
endmodule
module ctrlpath (
	mrst,
	mclk, 
	cs_ar_clr, cs_ir_clr, cs_pc_clr, cs_dr_clr, cs_ac_clr, cs_tr_clr, cs_inpr_clr, cs_outr_clr,
	cs_ar_inc, cs_ir_inc, cs_pc_inc, cs_dr_inc, cs_ac_inc, cs_tr_inc, cs_inpr_inc, cs_outr_inc,
	cs_ar_ld, cs_ir_ld,   cs_pc_ld,  cs_dr_ld,  cs_ac_ld,  cs_tr_ld,  cs_inpr_ld,  cs_outr_ld,
	cs_s_ld, cs_s_clr, cs_e_ld, cs_e_clr, cs_i_ld, cs_i_clr, 
	cs_fgi_ld, cs_fgi_clr, cs_fgo_ld, cs_fgo_clr, cs_r_ld, cs_r_clr, cs_ien_ld, cs_ien_clr,
	cs_mem_rd, cs_mem_wr,
	cs_bus_sel, 
	cs_alu_func, cs_alub_sel,
	s_in, ien_in, fgi_in, fgo_in, r_in,
	IR, 
	AC,
	DR,
	E,
	I,
	FGI,
	FGO,
	S,
	R,
	IEN
	);
input mclk, mrst;
output cs_ar_clr, cs_ir_clr, cs_pc_clr, cs_dr_clr, cs_ac_clr, cs_tr_clr, cs_inpr_clr, cs_outr_clr;
output cs_ar_inc, cs_ir_inc, cs_pc_inc, cs_dr_inc, cs_ac_inc, cs_tr_inc, cs_inpr_inc, cs_outr_inc;
output cs_ar_ld,  cs_ir_ld,  cs_pc_ld,  cs_dr_ld,  cs_ac_ld,  cs_tr_ld,  cs_inpr_ld,  cs_outr_ld;
output cs_s_ld, cs_s_clr, cs_e_ld,   cs_e_clr,   cs_i_ld,   cs_i_clr;
output cs_fgi_ld, cs_fgi_clr, cs_fgo_ld, cs_fgo_clr, cs_r_ld, cs_r_clr, cs_ien_ld, cs_ien_clr;
output cs_mem_rd, cs_mem_wr;
output 	[3-1:0] cs_bus_sel;
output 	[4-1:0] cs_alu_func;
output cs_alub_sel;
output s_in, ien_in, fgi_in, fgo_in, r_in;
reg    s_in, ien_in, fgi_in, fgo_in, r_in;
input [16-1:0] IR;
input [16-1:0] AC;
input [16-1:0] DR;
input  E;
input  I;
input  FGI;
input  FGO;
input  S;
input  R;
input  IEN;
	reg [3-1:0] cs_bus_sel;
	reg [4-1:0] cs_alu_func;
	reg cs_ar_clr, cs_ir_clr, cs_pc_clr, cs_dr_clr, cs_ac_clr, cs_tr_clr, cs_inpr_clr, cs_outr_clr;
	reg cs_ar_inc, cs_ir_inc, cs_pc_inc, cs_dr_inc, cs_ac_inc, cs_tr_inc, cs_inpr_inc, cs_outr_inc;
	reg cs_ar_ld,  cs_ir_ld,  cs_pc_ld,  cs_dr_ld,  cs_ac_ld,  cs_tr_ld,  cs_inpr_ld,  cs_outr_ld;
	reg cs_e_ld,   cs_e_clr,   cs_i_ld,   cs_i_clr,  cs_fgi_ld, cs_fgi_clr,cs_fgo_ld, cs_fgo_clr,cs_s_ld, cs_s_clr, cs_r_ld, cs_r_clr, cs_ien_ld, cs_ien_clr;
	reg cs_mem_rd, cs_mem_wr;
	reg cs_alub_sel;
	wire seq_clr;
	reg  seq_clr_t;
	wire [3-1:0] T;
	wire [11:0] op;
	wire D0, D1, D2, D3, D4, D5, D6, D7;
	reg VDD = 1'b1;
	initial s_in = 1'b1;
	cntr   SEQ  (.rst(seq_clr), .en(VDD), .clk(mclk), .t(T));
	dcd3x8 DCD  (.a(IR[14:12]), .D0(D0),    .D1(D1), .D2(D2), .D3(D3), .D4(D4), .D5(D5), .D6(D6), .D7(D7));
	assign seq_clr = seq_clr_t | mrst;
	assign op = IR[11:0];
	always @(T, D0, D1, D2, D3, D4, D5, D6, D7, op, E, I, AC, DR, FGI, FGO)
	begin
			cs_ar_clr = 0;
			cs_ir_clr = 0;
			cs_pc_clr = 0;
			cs_dr_clr = 0;
			cs_ac_clr = 0;
			cs_tr_clr = 0;
			cs_inpr_clr = 0;
			cs_outr_clr = 0;
			cs_ar_inc = 0;
			cs_ir_inc = 0;
			cs_pc_inc = 0;
			cs_dr_inc = 0;
			cs_ac_inc = 0;
			cs_tr_inc = 0;
			cs_inpr_inc = 0;
			cs_outr_inc = 0;
			cs_ar_ld = 0;
			cs_pc_ld = 0;
			cs_dr_ld = 0;
			cs_ac_ld = 0;
			cs_tr_ld = 0;
			cs_tr_ld = 0;
			cs_tr_clr = 0;
			cs_inpr_ld = 0;
			cs_outr_ld = 0;
			cs_i_ld = 0;
			cs_i_clr = 0;
			cs_fgi_ld = 0;
			cs_fgi_clr = 0;
			cs_fgo_ld = 0;
			cs_fgo_clr = 0;
			cs_s_ld = 0;
			cs_s_clr = 0;
			cs_mem_wr = 0;
			cs_bus_sel = 3'b000;
			cs_alu_func = 3'b000;
			cs_alub_sel = 0;
			seq_clr_t = 0;
			r_in = 0;
			cs_r_ld = 0;
			cs_r_clr = 0;
			VDD = 1'b1;
			cs_mem_rd = 0;
			cs_ir_ld = 0;
			case (T)
				3'b000:   
				begin 
					if (s_in == 1)
					begin
						if(R==1) 
						begin
							cs_ar_clr=1;
							cs_bus_sel=3'b010;
							cs_tr_ld=1;
						end
						else
						begin 
							cs_bus_sel = 3'b010; 
							cs_ar_ld = 1;
						end
					end
					else
						seq_clr_t = 1;
				end
				3'b001:   
				begin
					if (R==1) 
					begin
						cs_bus_sel = 3'b111;
						cs_mem_wr = 1;
						cs_pc_clr = 1;
					end
					else
					begin
					cs_mem_rd = 1;
					cs_ir_ld = 1;
					cs_bus_sel = 3'b000;
					cs_pc_inc = 1;
					end
				end
				3'b010:   
				begin
					if (R==1) 
					begin
						cs_pc_inc=1;
						ien_in=0;
						r_in=0;
						seq_clr_t=1;
					end
					else
					begin
						cs_ir_ld = 1;
						cs_bus_sel = 3'b110;
						cs_i_ld = 1; 
						cs_ar_ld = 1;
					end
				end
				3'b011:
				begin
					if(IEN==1)
					begin
					  if(FGI==1 | FGO==1) cs_r_ld=1;
					end
					if (D7 == 0)  
					begin
						if (I == 1 )
						begin
							cs_ar_ld = 1;
							cs_mem_rd = 1;
							cs_bus_sel = 3'b000;
						end
					end
					else  
					begin
						if (I == 0 )  
						begin
							case (op)
								12'b100000000000 : begin cs_ac_clr = 1;  seq_clr_t = 1; end    
								12'b010000000000 : begin cs_e_clr = 1;  seq_clr_t = 1; end    
								12'b001000000000 : begin cs_alu_func = 4'b0011; cs_ac_ld = 1;  seq_clr_t = 1; end    
								12'b000100000000 : begin cs_alu_func = 4'b0100; cs_e_ld = 1;  seq_clr_t = 1; end    
								12'b000010000000 : begin cs_alu_func = 4'b0010;  seq_clr_t = 1; end    
								12'b000001000000 : begin cs_alu_func = 4'b0001;  seq_clr_t = 1; end    
								12'b000000100000 : begin cs_ac_inc = 1;  seq_clr_t = 1; end    
								12'b000000010000 : begin if(AC[15] == 0) begin cs_pc_inc = 1; end seq_clr_t = 1; end    
								12'b000000001000 : begin if(AC[15] == 1) begin cs_pc_inc = 1; end seq_clr_t = 1; end    
								12'b000000000100 : begin if(AC == 0) begin cs_pc_inc = 1; end seq_clr_t = 1; end    
								12'b000000000010 : begin if(E == 0) begin cs_pc_inc = 1; end seq_clr_t = 1; end    
								12'b000000000001 : begin s_in = 1'b0; cs_s_ld=1; seq_clr_t = 1; end    
								default  		 : begin  end
							endcase
						end
						else           
						begin
							case (op)
								12'b000000000001 : begin cs_ac_ld = 1; cs_bus_sel = 3'b101; cs_fgi_clr = 1; seq_clr_t = 1; end    
								12'b000000000010 : begin cs_outr_ld = 1; cs_bus_sel = 3'b100; cs_fgo_clr = 1; seq_clr_t = 1; end    
								12'b000000000100 : begin if (FGI == 1) begin cs_pc_inc = 1; end seq_clr_t = 1; end    
								12'b000000001000 : begin if (FGO == 1) begin cs_pc_inc = 1; end seq_clr_t = 1; end    
								12'b000000010000 : begin ien_in = 1'b1; cs_ien_ld = 1; seq_clr_t = 1; end    
								12'b000000100000 : begin cs_ien_clr = 1; seq_clr_t = 1; end    
								default  		 : begin  end
							endcase                
						end
					end
				end
				3'b100:
					if      (D0 == 1) begin  cs_dr_ld = 1; cs_bus_sel = 3'b000; end   
					else if (D1 == 1) begin  cs_dr_ld = 1; cs_bus_sel = 3'b000; end   
					else if (D2 == 1) begin  cs_dr_ld = 1; cs_bus_sel = 3'b000; end   
					else if (D3 == 1) begin  cs_mem_wr = 1; cs_bus_sel = 3'b100; seq_clr_t = 1; end   
					else if (D4 == 1) begin  cs_pc_ld = 1; cs_bus_sel = 3'b001; seq_clr_t = 1; end   
					else if (D5 == 1) begin  cs_mem_wr = 1; cs_bus_sel = 3'b010; cs_ar_inc = 1; end   
					else if (D6 == 1) begin  cs_dr_ld = 1; cs_bus_sel = 3'b000; end   
				3'b101:
					if      (D0 == 1) begin  cs_ac_ld = 1; cs_alu_func = 4'b0111; seq_clr_t = 1; end   
					else if (D1 == 1) begin  cs_ac_ld = 1; cs_alu_func = 4'b1000; seq_clr_t = 1; end   
					else if (D2 == 1) begin  cs_ac_ld = 1; cs_alu_func = 4'b0110; seq_clr_t = 1; end   
					else if (D3 == 1) begin  end   
					else if (D4 == 1) begin  end   
					else if (D5 == 1) begin  cs_pc_ld = 1; cs_bus_sel = 3'b001; seq_clr_t = 1; end   
					else if (D6 == 1) begin  cs_dr_inc = 1; end  
				3'b110:		 
				begin
					cs_mem_wr = 1;
					cs_bus_sel = 3'b011;
					if (DR == 0)
					begin
						cs_pc_inc = 1;
					end
					seq_clr_t = 1;
				end
				3'b111:
				begin
					seq_clr_t = 1;
				end
				default:
				cs_ir_ld = 1;
			endcase
	end
endmodule
module dcd3x8 (a, D0, D1, D2, D3, D4, D5, D6, D7);
	input [2:0] a;
	output D0, D1, D2, D3, D4, D5, D6, D7;
	reg    D0, D1, D2, D3, D4, D5, D6, D7;
	always @(a)
	case (a)
		3'b000 : 
			begin
				D0 = 1; D1 = 0; D2 = 0; D3 = 0; D4 = 0; D5 = 0; D6 = 0; D7 = 0;
			end
		3'b001 : 
			begin
				D0 = 0; D1 = 1; D2 = 0; D3 = 0; D4 = 0; D5 = 0; D6 = 0; D7 = 0;
			end
		3'b010 : 
			begin
				D0 = 0; D1 = 0; D2 = 1; D3 = 0; D4 = 0; D5 = 0; D6 = 0; D7 = 0;
			end
		3'b011 : 
			begin
				D0 = 0; D1 = 0; D2 = 0; D3 = 1; D4 = 0; D5 = 0; D6 = 0; D7 = 0;
			end
		3'b100 : 
			begin
				D0 = 0; D1 = 0; D2 = 0; D3 = 0; D4 = 1; D5 = 0; D6 = 0; D7 = 0;
			end
		3'b101 : 
			begin
				D0 = 0; D1 = 0; D2 = 0; D3 = 0; D4 = 0; D5 = 1; D6 = 0; D7 = 0;
			end
		3'b110 : 
			begin
				D0 = 0; D1 = 0; D2 = 0; D3 = 0; D4 = 0; D5 = 0; D6 = 1; D7 = 0;
			end
		default : 
			begin
				D0 = 0; D1 = 0; D2 = 0; D3 = 0; D4 = 0; D5 = 0; D6 = 0; D7 = 1;
			end
	endcase
endmodule

===== design/flow/run.sh =====
#!/bin/bash
# OpenROAD 26Q1-2900-gdf79404cd8, Yosys 0.63+post, stock flow scripts
make -C /OpenROAD-flow-scripts/flow DESIGN_CONFIG=/design/flow/config.mk WORK_HOME=/design/flow/orfs finish

===== design/flow/config.mk =====
export PLATFORM = sky130hd
export DESIGN_NAME = ctrlpath
export DESIGN_NICKNAME = ctrlpath
export VERILOG_FILES = /design/flow/design.v
export SDC_FILE = /design/flow/constraint.sdc
export NUM_CORES = 4
export LEC_CHECK = 1
export CORE_AREA = 10 10 90 90
export DIE_AREA = 0 0 100 100

===== design/flow/constraint.sdc =====
current_design ctrlpath

set clk_period 5.0
set clk_io_pct 0.2

create_clock -name clk0 -period $clk_period [get_ports {mclk}]

set non_clock_inputs [all_inputs -no_clocks]
set_input_delay [expr $clk_period * $clk_io_pct] -clock clk0 $non_clock_inputs
set_output_delay [expr $clk_period * $clk_io_pct] -clock clk0 [all_outputs]

==> GITHUB_STEP_SUMMARY <==
## Synthesis and layout report

| Metric | Value |
|---|---|
| Setup crit start kind | register |
| DP HPWL | 4850 µm |
| Number of DRC markers in iteration 0 | 200 |
| Non-Filler Instances | 371 |
| Slew headroom | 55.4% |
| Clock latency on the worst-skew pair | 320 ps |
| Largest net degree at the start of global routing | 18 |
| Peak VDD IR | 0.177 mV |
| Reg2reg path depth | 7 |
| RSZ-0062 raised after global routing | no |
| Hold_buf cts | 0 |
| Met3 Use GR | 4.30% |
| Final setup fails | 0 |
| Wirelength per Cell | 15.8 µm |
| Ys async rst share | 0% |
| DIE WIDTH | 100 µm |
| Via count | 1804 |
| Sw Ratio | 39.5% |
| First-pass GRT wire length | 9470 µm |
| Routed WL | 5860 µm |
| Register pins left without a clock | 2 |
| Pins Over Slew Limit | 0 |
| Core box area | 0.00628 mm² |
| CP Max Fanout | 17 |
| Net Sw Power | 250 µW |
| Max Cap Viol | 0 |
| Initial antenna violation count | 0 |
| Share of cells above drive strength 1 | 6.46% |
| Min-delay worst type | clk2reg |
| Top cell excl fill/tap | clkdlybuf4s50_1 |
| All-Layer GR Usage | 11.1% |
| Warning total across the stage logs | 40 |
| Combinational share of power | 56.5% |
| Die Height | 100 µm |
| First drt pass iteration count | 4 |
| ANT nets after route | 0 |
| Critical path's slowest cell | dfxtp_1 |
| Met1 Usage GRT | 15.2% |
| Main synth FF type | dfxtp_1 |
| CTS tree | done |
| Flop2flop setup slack | 1960 ps |
| CP max stage delay | 710 ps |
| # Cells Yosys | 217 |
| Die Area | 0.0100 mm² |
| Buffers on Ports | 84 |
| CP startpoint | SEQ.cntr[2] |
| Crit Path Category | reg2out |
| Top Layout Cells | clkdlybuf4s50_1, conb_1, nor2_1 |
| R2R Path Start | SEQ.cntr[2] |
| Sum Neg Setup Slack | 0 ps |
| Reg-to-Reg End | SEQ.cntr[0] |
| Tmin final | 4480 ps |
| Layout Skew | 1.91 ps |
| RD Place Congestion | 0.929 |
| Status | completed |
| Cells after Synth | 217 |
| Area Growth Syn to Fin | 56.3% |
| Peak Freq | 223 MHz |
| CP required | 4000 ps |
| Leak | 0.913 nW |
| Diodes inserted | 0 |
| Number of remaining DRC errors | 0 |
| Vias/cell | 4.86 |
| PD cells | 261 mW/mm² |
| Clk slew on worst S/H paths | 30 ps |
| Period utilization | 89.7% |
| Placed instance area | 0.00232 mm² |
| CTS resizes | 0 |
| Placed Cells incl. Taps | 362 |
| Initial Utilization | 24.8% |
| I/O pin cnt | 110 |
| GRT Max-Usage Layer | met2 |
| GRT overflow | 0 |
| Register bit total from synthesis | 5 |
| Setup Fix Bufs, Post-CTS | 0 |
| Final setup margin | 515 ps |
| Hold path startpoint | mclk |
| Mapped cell area | 0.00155 mm² |
| Yosys stat area | 0.00155 mm² |
| Vias in the first global route | 1927 |
| Rows | 29 |
| FILL cells | 653 |
| Crit path DAT | 3480 ps |
| Crit. End Element | output port |
| Critical path destination | cs_ar_clr |
| WHS | 92.7 ps |
| Critical-path cell list | clkinv_1 > ha_1 > or4_1 > a21oi_2 > and3_1 > clkdlybuf4s50_1 |
| Endpoints failing hold | 0 |
| Endpoints left unconstrained | 3 |
| Final Cell Area | 0.00243 mm² |
| Unique cell types | 60 |
| Clk pwr share | 32.4% |
| Worst slack at placement | 708 ps |
| Met2 Use GR | 16.3% |
| Synthesized area per cell | 7.16 µm² |
| Reg power frac | 11.0% |
| Internal power | 383 µW |
| Slew @ Worst Pin | 663 ps |
| Number of enable flip-flop cells | 0 |
| Yosys warnings | 5 |
-- logic make-up after synthesis --
kind of cell / Yosys count / share of synthesized area, %
compound gates: 40 / 20.8
xor+xnor: 7 / 3.95
fa+ha+maj: 8 / 6.44
buf+inv: 44 / 17.5
flops: 3 / 3.86
latches: 2 / 1.93
mux: 4 / 2.58
other cells: 2 / 0.483
simple gates: 107 / 42.5
-- flip-flops by register name (all words and copies together) (netlist names) --
name and cells:
s_in 1, SEQ.cntr 3, ien_in 1
-- power by group through the flow --
stage         Sequential, mW  Combinational (mW)  Clock, mW
CTS                   0.0695               0.362      0.209
global route          0.0740               0.398      0.220
finish                0.0699               0.358      0.206
-- layer usage --
| metal | wire length (µm) | part of all wire [%] |
|---|---|---|
| met1 | 2760 | 47 |
| met2 | 2470 | 42 |
| met3 | 551 | 9.4 |
| met4 | 82 | 1.4 |
| met5 | 0 | 0 |
-- critical path: cells and delay by family, from the launching register on --
| family | cells | cell delay (ps) |
|---|---|---|
| adder cells (fa/ha/maj) | 1 | 510 |
| buffers and inverters | 2 | 960 |
| flip-flops | 1 | 710 |
| AND-OR/OR-AND | 1 | 220 |
| AND/OR/NAND/NOR | 2 | 750 |
-- layout make-up --
class	instances	area (µm²)	area share [%]
clock buffer	9	104	4.28
inverter	6	22.5	0.927
multi-input combinational	190	1270	52.5
sequential	5	90.1	3.71
tap	77	96.3	3.97
timing repair buffer	84	841	34.6
-- per-stage QoR --
step / total power [mW] / util (%)
6_report: 0.633 / 38.7
5_1_grt: 0.692 / 38.7
4_1_cts: 0.641 / 38.7
3_5_place_dp: 0.464 / 37.0
3_3_place_gp: 0.464 / 37.0
2_1_floorplan: 0.293 / -
-- cells in the mapped netlist (all sizes together), types with 2 or more instances --
library cell	number	area (µm²)
a211o	2	17.5
a21oi	5	28.8
a221oi	3	26.3
a31oi	2	27.5
a32oi	3	33.8
and2	2	12.5
and3	5	31.3
and4	2	17.5
buf	30	219
clkbuf	8	30.0
conb	2	7.51
dfxtp	3	60.1
dlxtn	2	30.0
ha	8	100
inv	5	18.8
mux2i	4	40.0
nand2	18	67.6
nand2b	4	25.0
nand3	11	55.1
nand4	2	12.5
nor2	19	71.3
nor2b	4	25.0
nor3	9	50.1
nor3b	4	30.0
nor4	14	133
nor4b	3	32.5
o211ai	2	15.0
o21ai	5	25.0
o22ai	3	18.8
o31ai	5	37.5
or3	3	23.8
xor2	6	52.6
-- worst min path at each step --
stage | endpoint | depth (start not counted)
CTS | SEQ.cntr[0] | 5
global route | SEQ.cntr[0] | 5
finish | SEQ.cntr[0] | 5
Power is estimated from default activity; no workload was simulated.
