### flow/design.v
module register #(parameter width = 8)(rst, clk, ld, inc, d, q);
	input rst, clk, ld, inc;
	input [width-1:0] d; 
	output [width-1:0]q;
	reg [width-1:0] temp;
	always @ ( posedge clk)
		if (rst) 
			temp = 0;
		else if (inc)
    		temp = temp + 1;
		else if (ld)
    		temp = d;
	assign q  = temp;
endmodule 
### flow/run.sh
#!/bin/bash
# OpenROAD 26Q1-2900-gdf79404cd8, Yosys 0.63+post, stock flow scripts
make -C /OpenROAD-flow-scripts/flow DESIGN_CONFIG=/design/flow/config.mk WORK_HOME=/design/flow/orfs finish
### flow/config.mk
export PLATFORM = sky130hd
export DESIGN_NAME = register
export DESIGN_NICKNAME = register
export VERILOG_FILES = /design/flow/design.v
export SDC_FILE = /design/flow/constraint.sdc
export NUM_CORES = 4
export LEC_CHECK = 1
export CORE_AREA = 10 10 70 70
export DIE_AREA = 0 0 80 80
### flow/constraint.sdc
current_design register

set clk_period 2.6
set clk_io_pct 0.2

create_clock -name clk0 -period $clk_period [get_ports {clk}]

set non_clock_inputs [all_inputs -no_clocks]
set_input_delay [expr $clk_period * $clk_io_pct] -clock clk0 $non_clock_inputs
set_output_delay [expr $clk_period * $clk_io_pct] -clock clk0 [all_outputs]
==> flow_summary.json <==
{
  "status": "complete, no violations",
  "fin_crit_ns": 1.83,
  "power.share.sequential_pct": 48.5,
  "drive_gt1_share_pct": 11.4,
  "arrival_ns": 2.01,
  "slew_headroom_pct": 71.2,
  "grt_pass1_wl_um": 2190,
  "layout.cells.non_filler": 116,
  "logic_area_um2": 265,
  "yosysCellCount": 50,
  "yosysTopAreaCellShare_pct": 36.6,
  "drv_slew": 0,
  "crit_slowest_cell": "clkdlybuf4s50_1",
  "power_frac_comb_pct": 19.9,
  "ys_seq_share_pct": 36.6,
  "grt_max_degree": 14,
  "critPathMaxStageDelay_ns": 0.71,
  "pin_count": 20,
  "post-route-period-util_pct": 70.3,
  "crit_required_ns": 2.78,
  "numCtsBuffers": 3,
  "regArea_um2": 160,
  "holdCritPathClass": "register to register",
  "netlist_instances": 50,
  "drt_iter0_drc": 19,
  "clockBufferDepth": 2,
  "grt_pass1_vias": 475,
  "setup.worst_path.class": "input pin to register",
  "startpoint_type": "input pin",
  "rsz0062_at_grt": "false",
  "portBuffers": 19,
  "core-area_um2": 3420,
  "nFillCells": 396,
  "cts_tree": "yes",
  "setup_violations": 0,
  "chip_area_um2": 6400,
  "h-tree-depth": 1,
  "routed_wl_um": 1340,
  "clk_pin_slew_ns": 0.05,
  "internal-power_mw": 0.223,
  "placementRows": 21,
  "netlist-cell-type-count": 28,
  "max-vdd-ir-drop_mv": 0.152,
  "cts_hold_buf": 0,
  "postCtsSetupRepairBufs": 0,
  "diodes": 0,
  "dp_hpwl_um": 1130,
  "ys_warn_count": 1,
  "gp_congestion": 0.830,
  "fmax_mhz": 547,
  "route.detailed.drc": 0,
  "pwr-share-clk_pct": 31.6,
  "placed_cells": 113,
  "post_drt_wl_per_cell_um": 11.6,
  "ys_ff": 8,
  "p_per_area_nw_per_um2": 420,
  "via_count": 463,
  "worstPathCellList": "clkdlybuf4s50_1 -> nand4_1 -> or3_1 -> a31oi_1",
  "synth_top_cell_by_area": "dfxtp_1",
  "clock_skew_ns": 0.00170,
  "drt_pass1_iterations": 4,
  "final_cell_mix": "clkdlybuf4s50_1 (19), dfxtp_1 (8), nor2_1 (4), nand2_1 (4)",
  "netlist_area_um2": 438,
  "clock_latency_ns": 0.25,
  "largest_register_ffs": 8,
  "swShare_pct": 23.8,
  "numClockSinks": 8,
  "die_w_um": 80,
  "track_usage_pct": 4.32,
  "layout_top_cell_excl_fill_tap": "clkdlybuf4s50_1",
  "r2r_cells": 4,
  "post_cts_resized": 0,
  "via_per_inst": 3.99,
  "drtAntennaViolNets": 0,
  "die_h_um": 80,
  "initCoreUtil_pct": 12.8,
  "p_switching_mw": 0.0696,
  "crit_path_end_kind": "register",
  "path_max_fanout": 13,
  "warnings": 25,
  "clock-root-buffer": "clkbuf_4",
  "yosysChipArea_um2": 438,
  "fin_setup_tns_ns": 0,
  "antenna_found_initial": 0,
  "area_leaders": "dfxtp_1 (37%), a31oi_1 (4.3%), nor2b_1 (4.3%), a311oi_1 (4.0%), nand3_1 (3.4%)",
  "cap_violations": 0,
  "min_delay_path_depth": 2,
  "leakage_nw": 0.223,
  "tightest_slew_ns": 0.431,
  "overflow": 0,
  "syn_avg_cell_area_um2": 8.76,
  "area_growth_pct": 58.9,
  "finalHoldViolations": 0
}
[worst max-delay path, delay by kind of cell]
| family | cells | cell delay (ns) |
|---|---|---|
| buf+inv | 1 | 0.71 |
| compound gates | 1 | 0.15 |
| simple gates | 2 | 0.62 |
[through the flow]
step | util, % | hold WS [ns] | power [mW] | area, um^2 | worst slack (ns)
6_report | 20.4 | 0.537 | 0.292 | 696 | 0.772
5_1_grt | 20.4 | 0.578 | 0.313 | 696 | 0.651
4_1_cts | 20.4 | 0.542 | 0.297 | 696 | 0.767
3_5_place_dp | 19.7 | 0.535 | 0.203 | 673 | 0.505
3_3_place_gp | 19.7 | 0.519 | 0.202 | 673 | 0.565
2_1_floorplan | - | 0.482 | 0.164 | 438 | 1.33
[path summary, 6_finish.rpt]
check	start	end	slack, ns
hold reg to reg	temp[4]	temp[4]	0.54
hold / removal	temp[4]	temp[4]	0.54
setup / recovery	inc	temp[6]	0.77
setup reg to reg	temp[0]	temp[6]	1.19
[final cells by class]
type                       instances  area share, %
clock buffer                       3           3.24
multi-input combinational         40           38.1
sequential                         8           23.0
tap                               46           8.27
timing repair buffer              19           27.3
[cells in the mapped netlist, drive strengths merged]
library cell  n
a2bb2oi       1
dfxtp         8
a22oi         1
buf           1
nand4         2
a221oi        1
nand2b        1
ha            1
nor2b         3
mux2          1
a21oi         1
clkbuf        1
nand3         4
or2           1
o211ai        1
or3           2
a311oi        2
or3b          1
and4          2
nor4          1
a211oi        1
nor2          4
mux2i         1
o21ai         1
nand2         4
a31oi         3
[per-layer routing]
| layer | routed length [um] | global-route usage [%] |
|---|---|---|
| met1 | 584 | 5.04 |
| met2 | 629 | 6.90 |
| met3 | 119 | 2.61 |
| met4 | 8 | 0.352 |
| met5 | 0 | 0 |
[cell families (layout without fill, tap and decap cells)]
| kind of cell | count (synthesis) | count (layout) | synth area share, % |
|---|---|---|---|
| AND/OR/NAND/NOR | 25 | 25 | 33.1 |
| flip-flops | 8 | 8 | 36.6 |
| multiplexers | 2 | 2 | 4.86 |
| adder cells (fa/ha/maj) | 1 | 1 | 2.86 |
| buffers and inverters | 2 | 22 | 2.86 |
| AND-OR/OR-AND | 12 | 12 | 19.7 |
[power groups by stage]
stage / sequential [mW] / clock (mW) / combinational [mW]
finish: 0.142 / 0.0925 / 0.0580
global route: 0.143 / 0.105 / 0.0649
CTS: 0.142 / 0.0964 / 0.0595
Power and IR drop assume default switching activity.
